==> ./design.v <==
module branch_predictor(input clk,
								input [1:0]I,
								input predict,
								input last_prediction,
								input receive_prediction,
								output reg prediction);
reg [6:0] last_takens;		
integer index;
integer takens;
initial begin 
	prediction = 0;
	takens = 6;
	for (index = 0; index <= 6; index = index + 1) begin
		last_takens[index] <= 1;	 
	end 
end 
always@(negedge clk) begin
	if(receive_prediction) begin
		last_takens[6] <= last_takens[5];
		last_takens[5] <= last_takens[4];
		last_takens[4] <= last_takens[3];
		last_takens[3] <= last_takens[2];
		last_takens[2] <= last_takens[1];
		last_takens[1] <= last_takens[0];
		last_takens[0] <= last_prediction;
	end
end
always@(*) begin
	if(predict) begin
		takens = 0;
		for (index = 0; index <= 6; index = index + 1) begin
			if(last_takens[index]) begin
				takens = takens + 1;
			end  
		end 
		if (takens > 3) begin
			prediction = 1;
		end 
		else begin
			prediction = 0;
		end
	end
	else begin
		prediction = 0;
	end
end
endmodule
==> ./run.sh <==
#!/bin/bash
# OpenROAD 26Q1-2900-gdf79404cd8, Yosys 0.63+post, stock flow scripts
make -C /OpenROAD-flow-scripts/flow DESIGN_CONFIG=/design/flow/config.mk WORK_HOME=/design/flow/orfs finish
==> ./config.mk <==
export PLATFORM = sky130hd
export DESIGN_NAME = branch_predictor
export DESIGN_NICKNAME = branch_predictor
export VERILOG_FILES = /design/flow/design.v
export SDC_FILE = /design/flow/constraint.sdc
export NUM_CORES = 4
export LEC_CHECK = 1
export CORE_AREA = 10 10 70 70
export DIE_AREA = 0 0 80 80
==> ./constraint.sdc <==
current_design branch_predictor

set clk_period 3.5
set clk_io_pct 0.2

create_clock -name clk0 -period $clk_period [get_ports {clk}]

set non_clock_inputs [all_inputs -no_clocks]
set_input_delay [expr $clk_period * $clk_io_pct] -clock clk0 $non_clock_inputs
set_output_delay [expr $clk_period * $clk_io_pct] -clock clk0 [all_outputs]
==> qor.txt <==
Fill cells: 352
Antenna Nets Post-Route: 0
First-pass DRT Iterations: 3
final WL: 1.30 mm
H-tree depth: 1
synth unique cells: 28
synthesized instance count: 63
top_reg_cell synth: edfxtp_1
yosys cell count: 63
cell mode on critical path: buf_4
Hold Crit Class: flip-flop to flip-flop
Leak Pwr: 0.473 nW
met2 usage: 5.94%
Reg with most FFs: last_takens
Seq share, synth: 33.3%
Syn. warnings: 1
worst path cell trace: ha_2 > mux2i_4 > xnor2_2 > nand2_1 > o21ai_1 > ha_1 > a221oi_4 > inv_2 > buf_4 > buf_4 > mux2_4 > ha_4 > nand2_4 > o21bai_1 > mux2i_1 > o32a_1 > o211ai_1 > buf_2
Root Buffer: clkbuf_4
CP Max Fanout: 3
crit path DRT: 2.80 ns
floorplan die height: 80 um
IO buf count: 4
CP delay by family, top: AND-OR/OR-AND gates
Largest regs: last_takens x7
Vias: 567
placed instance area: 897 um^2
Worst Slack Setup Final: -2.35 ns
FP Util: 18.5%
CP Class: flip-flop to output pin
Top cells by area: edfxtp_1, ha_1, xnor2_1
Overall Global Routing Usage: 4.09%
Critical Path AT: 5.15 ns
Die ar.: 6400 um^2
crit end category: output pin
Routed WL per cell: 8.71 um
RSZ-0062 raised after global routing: yes
Post-Syn Area: 632 um^2
Worst R2R Path Depth: 1
Cell Rows: 21
slew of the pin with the lowest slew margin: 0.553 ns
Inserted Diodes: 0
Largest register FFs: 7
DRC violations left: 0
Core Area: 3420 um^2
Syn Area/Cell: 10.0 um^2
Inserted Clock Buffers: 3
crit path launch type: flip-flop
pre-CTS setup slack: -2.54 ns
overflow left after global routing: 0
CP max-delay cell: edfxtp_1
failing checks: negative setup slack
Post-synth EDFFs: 7
MaxCap Viol Count: 0
Worst Skew: 0.00562 ns
number of stages on the worst hold path: 1
global routing met1 resource utilization: 5.48%
TritonCTS clock tree: yes
worst vdd ir: 263 uV
fin. max-slew vios: 0
DR vias/cell: 3.81
layout cells sized above 1: 46.6%
clock sinks: 7
Post-Layout Inst Area: 1090 um^2
outcome: complete, but fails checks
ys flops: 7
most instantiated library cell after synthesis: nand2_1
I/O pin cnt: 7
top post-synthesis cells by count: nand2_1, edfxtp_1, ha_1, o21ai_0, xnor2_1
pwr dens: 410 nW/um^2
first-pass GRT wire length: 2.30 mm
Overall Power: 446 uW
DRT iter0 DRCs: 8
die width: 80 um
Rel. slew slack: 62.6%
Yosys top cell by area: edfxtp_1
Buffers & Inverters on Critical Path: 4
vias in the first global route: 588
dpl hpwl: 919 um
initial antenna violation count: 0
clk latency of the worst-skew pair: 0.31 ns
GR Util met3: 1.36%
Max Root-Sink Buffers: 2
Tool Warnings: 41
final setup TNS: -2.35 ns
Clock transition at path regs: 0.03 ns
Area Overhead vs Synth: 72.1%
yosys synthesis chip area: 632 um^2
Levels on crit path: 18
GRT Max-Usage Layer: met2
CP peak stage delay: 0.42 ns
# setup viols final: 1
largest net degree at the start of global routing: 13
Top-area cell share: 33.3%
asr flop ratio synth: 0%
RD Place Congestion: 0.825
final hold violations: 0
==> timing repair <==
action,4_1_cts,5_1_grt
pin swaps,6,8
buffers inserted,9,3
resized,11,4
hold buffers,0,0
setup endpoints to repair,1,1
==> final cells by class <==
cell class                 count  area [um^2]  area share [%]
clock buffer                   3         22.5            2.07
inverter                       3         11.3            1.04
timing repair buffer          33          253            23.2
multi-input combinational     49          503            46.3
tap                           46         57.6            5.29
clock inverter                 8         30.0            2.76
sequential                     7          210            19.3
==> layer usage <==
metal | wire (um) | share of wire [%] | up-vias
li1 | - | - | 310
met1 | 668 | 51 | 252
met2 | 589 | 45 | 5
met3 | 40 | 3.1 | 0
met4 | 0 | 0 | 0
met5 | 0 | 0 | -
==> cell usage in the layout, fill, tap and decap left out, types with 2 or more instances in the layout <==
cell             synthesis  routed
buf_4                    0      29
clkbuf_4                 0       3
clkdlybuf4s50_1          0       3
edfxtp_1                 7       7
ha_1                     7       2
ha_4                     0       4
inv_1                    3       8
inv_2                    1       3
nand2_1                  9       8
nand3_1                  3       3
nor2_1                   2       2
o21ai_0                  5       3
xnor2_1                  4       2
xor2_1                   2       2
==> path summary, 6_finish.rpt <==
kind / from / to / slack (ns)
max: last_takens[0] / prediction / -2.35
min: last_takens[1] / last_takens[2] / 0.61
max reg2reg: last_takens[2] / last_takens[3] / 2.58
min reg2reg: last_takens[1] / last_takens[2] / 0.61
==> stage by stage <==
step	util [%]	cells	hold slack (ns)
after floorplan	-	63	0.470
after global placement	26.3	127	0.573
after detailed placement	26.3	127	0.589
after CTS	30.3	146	0.624
after global routing	31.8	149	0.638
final	31.8	149	0.613
==> power breakdown <==
group	leakage (nW)	switching [mW]	internal (mW)	total (mW)
Combinational	0.348	0.0931	0.149	0.242
Clock	0.0564	0.0467	0.0512	0.0979
Sequential	0.0685	0.00651	0.0996	0.106
Total	0.473	0.146	0.299	0.446
==> cell families after synthesis <==
kind of cell	Yosys count	synth area share, %
buf+inv	7	5.74
xor+xnor	7	11.9
compound gates	11	12.7
flops	7	33.3
mux	3	4.95
simple gates	21	17.6
fa+ha+maj	7	13.9
Power is estimated from default activity; no workload was simulated.
