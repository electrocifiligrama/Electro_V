===== ./design.v =====
module eleven_fifo(	input clk,
							input enable,
							input clear,
							input select,
							input pop,
							input push,
							input [10:0] I1,
							input [10:0] I2,
							output [10:0] P);
reg [10:0] curr_selection;
genvar i;
generate
	for (i = 0; i <= 10; i = i + 1) begin : fifo2_block
      fifo2 f0(.clk(clk),
				.clear(clear),
				.push(push),
				.pop(pop),
				.I(curr_selection[i]),
				.P(P[i]));
	end
endgenerate
always@(*) begin
	if(enable) begin
		if(select) begin
			curr_selection = I1;		 
		end
		else begin
			curr_selection = I2;		 
		end
	end
	else begin
		curr_selection = I1;			
	end 
end
endmodule
module fifo2(input clk, 
				input pop,
				input push,
				input clear,
				input I,
				output reg P);
integer index = 3;
reg [3:0] queue;
initial begin 
	queue[0] = 0;
	queue[1] = 0;
	queue[2] = 0;
	queue[3] = 0;
end 
always@(posedge clk) begin 
	if (pop) begin 
		P = queue[3];
		queue[3] = queue[2];
		queue[2] = queue[1];
		queue[1] = queue[0];
		queue[0] = 0;
		index = index + 1;	
	end
	if(clear) begin
		queue[0] = 0;
		queue[1] = 0;
		queue[2] = 0;
		queue[3] = 0;
		index = 3;
	end
	else if(push) begin
		queue[index] = I;
		index = index - 1;	
	end
	if(!pop) begin
		P = queue[3]; 
	end
end
endmodule

===== ./run.sh =====
#!/bin/bash
# OpenROAD 26Q1-2900-gdf79404cd8, Yosys 0.63+post, stock flow scripts
make -C /OpenROAD-flow-scripts/flow DESIGN_CONFIG=/design/flow/config.mk WORK_HOME=/design/flow/orfs finish

===== ./config.mk =====
export PLATFORM = sky130hd
export DESIGN_NAME = eleven_fifo
export DESIGN_NICKNAME = eleven_fifo
export VERILOG_FILES = /design/flow/design.v
export SDC_FILE = /design/flow/constraint.sdc
export NUM_CORES = 4
export LEC_CHECK = 1
export CORE_UTILIZATION = 50

===== ./constraint.sdc =====
current_design eleven_fifo

set clk_period 12.3
set clk_io_pct 0.2

create_clock -name clk0 -period $clk_period [get_ports {clk}]

set non_clock_inputs [all_inputs -no_clocks]
set_input_delay [expr $clk_period * $clk_io_pct] -clock clk0 $non_clock_inputs
set_output_delay [expr $clk_period * $clk_io_pct] -clock clk0 [all_outputs]

==> results.yml <==
# generated from flow reports
setup_path:
  crit_required_ns: 12.83
  cp_top_family: "simple AND/OR/NAND/NOR gates"
  path_common_cell: "or4_1"
  worst-path-buf-inv: 3
  setup.worst_path.class: "in -> reg"
  path_cells: "clkbuf_8, buf_4, buf_4, nand4_1, or3_1, o31ai_1, o211ai_1, or4_1, or3_1, or4_1, mux2i_1, a2bb2oi_1, or4_1, a211oi_1"
  critPathArrivalTime_ns: 8.64
  critPathMaxFanout: 55
  startpoint_type: "input port"
  cp-end-kind: "flop"
  crit_path_top_delay_cell: "or3_1"
  critical-path-max-stage-delay_ns: 0.83
logic_synthesis:
  synth_warnings: 2
  topCellsByArea: "dfxtp_1 (20%), xnor2_1 (12%), nor2_1 (6.7%)"
  synth_cell_types: 107
  synth_area_leader_cell: "dfxtp_1"
  ys_async_sr_fraction: 0
  top_cell: "nor2_1"
  synth_flops: 407
  syn_inst: 5719
  synth-main-ff-cell: "dfxtp_1"
  top_cells_by_count: "nor2_1 (735), xnor2_1 (568), nand2_1 (467)"
  postSynthAreaPerCell_sq_um: 7.20
  ys_area_sq_mm: 0.0412
  netlist.area_leader.share: 0.198
  yosys_cells: 5719
  synth-edff-count: 0
  syn_area_sq_mm: 0.0412
  postSynthSeqShare: 0.198
detailed_routing:
  routed_wl_um: 119000
  vias: 41100
  dr.pass1.iters: 6
  post-route-drc-count: 0
  wl_per_cell_um: 17.9
  routed_via_density: 6.21
  diodes: 0
  first_iter_violations: 3147
  ant_nets: 0
job:
  tool_warnings: 38
  max-cap-violations: 0
sta:
  skew_ns: 0.0293
  tightest_slew_ns: 1.02
  finalHoldViolations: 0
  finalWorstSetupSlack_ns: 4.19
  tns_ns: 0
  period_minus_slack_ns: 8.11
  slew-limit-headroom: 0.317
  slew_violations: 0
  period_used_share: 0.660
  setup_viol_count_final: 0
  rsz0062_at_grt: "no"
  clock.fmax_ghz: 0.123
clock_network:
  cts-htree-levels: 2
  clockRootBuffer: "clkbuf_16"
  cts_tree: "done"
  cts_made_buffers: 54
  cts_resized: 0
  insertion_delay_ns: 0.64
  clockBufferDepth: 3
  clkSlewWorstSetupHoldPaths_ns: 0.06
  cts_setup_buffers: 0
  hold_buffers: 0
  cts.sinks: 407
floorplan:
  die_area_sq_mm: 0.0835
  core_area_sq_mm: 0.0811
  num_rows: 104
  die_y_um: 289
  initCoreUtil: 0.508
  die_x_um: 289
  io_pins: 39
placed_design:
  port_buffers: 38
  hpwl_um: 85700
  place_ws_ns: 3.64
  routabilityCongestion: 0.981
  place_area_sq_mm: 0.0419
global_routing:
  antenna_found_initial: 0
  grt_max_degree: 126
  grt.total_usage: 0.288
  grt_pass1_wl_um: 197000
  grt_overflow_total: 0
  grt_pass1_vias: 38000
finish:
  syn_to_final_growth_pct: 6.51
  stdcell_area_sq_mm: 0.0439
  drive_above_1_share: 0.0572
  fill_cells: 7737
run_status:
  outcome: "complete, no violations"
pwr:
  leakage_nw: 14.9
  p_per_area_mw_per_mm2: 164
  ir_drop_v: 0.000175
min_path:
  worstHoldPathType: "reg -> reg"
[cell families (layout without fill, tap and decap cells)]
kind of cell    count (synthesis)  count (layout)  synth area share
mux                           142             142            0.0357
flops                         407             407             0.198
simple gates                 2954            2954             0.375
buf+inv                       437             280            0.0439
compound gates                890             890             0.156
xor+xnor                      856             856             0.182
fa+ha+maj                      33              33            0.0100
[cells in the final DEF (no fill, tap or decap), types with 66 or more instances in the layout]
cell       n
a21oi_1  128
a31oi_1   66
and2_1    82
and3_1   127
and4_1    81
dfxtp_1  407
inv_1     77
mux2i_1  102
nand2_1  467
nand3_1  332
nand4_1  236
nor2_1   734
nor3_1   285
nor4_1   175
o21ai_0  135
or3_1     98
or4_1     74
xnor2_1  568
xor2_1   288
[report_power, final]
part / internal (mW) / switching, mW / leakage (nW) / total, mW
logic: 1.45 / 2.20 / 10.6 / 3.65
registers: 1.48 / 0.316 / 3.30 / 1.80
clock network: 1.09 / 0.659 / 0.956 / 1.75
[cell type report]
class                           count  area [sq um]  area share
Timing Repair Buffer              100           881      0.0201
Tap cell                         1060          1330      0.0302
Sequential cell                   407          8150       0.186
Inverter                           79           297     0.00676
Clock inverter                     26           420     0.00958
Multi-Input combinational cell   4875         31300       0.712
Clock buffer                       75          1550      0.0353
[stage by stage]
step / instances / power (mW) / util / hold slack, ns
2_1_floorplan: 5719 / 4.62 / - / 0.431
3_3_place_gp: 6521 / 5.42 / 0.517 / 0.450
3_5_place_dp: 6521 / 5.40 / 0.517 / 0.459
4_1_cts: 6622 / 7.21 / 0.541 / 0.466
5_1_grt: 6622 / 7.72 / 0.541 / 0.491
6_report: 6622 / 7.19 / 0.541 / 0.461
[routing by layer]
metal,track usage,share of wire
met3,0.0307,0.052
met2,0.452,0.45
met5,0,0
met1,0.424,0.47
met4,0.0801,0.029
[flip-flops by register name, summed over array words and instances (netlist names)]
register              flops
fifo2_block.f0.index    352
fifo2_block.f0.queue     44
fifo2_block.f0.P         11
[path summary, 6_finish.rpt]
kind	start	to	slack, ns	cells after the start
setup / recovery	pop	fifo2_block[2].f0.queue[1]	4.19	14
hold / removal	fifo2_block[3].f0.queue[0]	fifo2_block[3].f0.queue[0]	0.46	2
setup reg to reg	fifo2_block[2].f0.index[0]	fifo2_block[2].f0.queue[1]	6.63	12
hold reg to reg	fifo2_block[3].f0.queue[0]	fifo2_block[3].f0.queue[0]	0.46	2
[worst min-delay path, cell delays in order, from the launching register on]
cell     delay [ns]
dfxtp_1        0.31
nand2_1        0.05
mux2i_1        0.05
Power figures rest on the tool's default switching activity, not on a simulated workload.
