==> flow/design.v <==
module fifo2(input clk, 
				input pop,
				input push,
				input clear,
				input I,
				output reg P);
integer index = 3;
reg [3:0] queue;
initial begin 
	queue[0] = 0;
	queue[1] = 0;
	queue[2] = 0;
	queue[3] = 0;
end 
always@(posedge clk) begin 
	if (pop) begin 
		P = queue[3];
		queue[3] = queue[2];
		queue[2] = queue[1];
		queue[1] = queue[0];
		queue[0] = 0;
		index = index + 1;	
	end
	if(clear) begin
		queue[0] = 0;
		queue[1] = 0;
		queue[2] = 0;
		queue[3] = 0;
		index = 3;
	end
	else if(push) begin
		queue[index] = I;
		index = index - 1;	
	end
	if(!pop) begin
		P = queue[3]; 
	end
end
endmodule
module fifo_two_bit(	input clk,
							input clear,
							input pop,
							input push,
							input [1:0] I,
							output [1:0] P);
genvar i;
generate
	for (i = 0; i <= 1; i = i + 1) begin : fifo2b_block
      fifo2 f0(.clk(clk),
				.clear(clear),
				.push(push),
				.pop(pop),
				.I(I[i]),
				.P(P[i]));
	end
endgenerate
endmodule
==> flow/run.sh <==
#!/bin/bash
# OpenROAD 26Q1-2900-gdf79404cd8, Yosys 0.63+post, stock flow scripts
make -C /OpenROAD-flow-scripts/flow DESIGN_CONFIG=/design/flow/config.mk WORK_HOME=/design/flow/orfs finish
==> flow/config.mk <==
export PLATFORM = sky130hd
export DESIGN_NAME = fifo_two_bit
export DESIGN_NICKNAME = fifo_two_bit
export VERILOG_FILES = /design/flow/design.v
export SDC_FILE = /design/flow/constraint.sdc
export NUM_CORES = 4
export LEC_CHECK = 1
export CORE_UTILIZATION = 30
==> flow/constraint.sdc <==
current_design fifo_two_bit

set clk_period 9.9
set clk_io_pct 0.2

create_clock -name clk0 -period $clk_period [get_ports {clk}]

set non_clock_inputs [all_inputs -no_clocks]
set_input_delay [expr $clk_period * $clk_io_pct] -clock clk0 $non_clock_inputs
set_output_delay [expr $clk_period * $clk_io_pct] -clock clk0 [all_outputs]
==> summary.txt <==
run metrics: CP required 10.19 ns, Synth Seq Share 19.4%, clk latency of the worst-skew pair 0.35 ns, yosys stat chip area 7620 um^2, ys flop type dfxtp_1, Power Density 205 nW/um^2, CTS root buf clkbuf_16, Via density 5.62, final core occ 33.2%, I/O Buffers 7, die extent in y 161 um, Worst-Margin Slew 0.916 ns, status complete, no violations, hold slack 0.520 ns, DRC Markers 0, Clock Skew 0.00954 ns, OpenROAD warnings 27, IO Count 8, Synthesized registers 74, first-pass GRT wire length 34400 um, EDFF count, synth 0, RSZ-0062 raised after global routing false, min Tclk post-route 6.55 ns, CTS clk-pin slew, worst paths 0.06 ns, post-route ant nets 0, initial antenna violation count 0, Hold Path Class reg2reg, area share, top type 19.4%, Leak 2.70 nW, CTS resizes 0, vias 7463, crit share post-route 66.2%, Yosys Instances 1040, distinct lib cells 82, final hold vios 0, Total Negative Setup Slacks 0 ns, top cells by area dfxtp_1 (19%), xnor2_1 (12%), nor2_1 (6.3%), xor2_1 (5.5%), nand2_1 (4.1%), ys async rst share 0%, Slew Limit Headroom 38.5%, DPL Wire Length 15500 um, fp_density 31.0%, CP Capture Type flip-flop, GPL Wtd Cong 0.907, clock sinks 74, worst vdd rail ir drop 80.1 uV, Worst setup SP type primary input, H-tree Lvls 3, gr ovfl total 0, syn avg cell area 7.33 um^2, Routed WL 21000 um, crit path DAT 6.84 ns, row cnt 57, Max-Cap Viols 0, full die area 26100 um^2, Die Wd 161 um, CTS tree done, kind of critical path in2reg, DRT iter0 DRCs 548, CP Buf/Inv Count 2, area leader, netlist dfxtp_1, layout cell share with drive strength beyond 1 6.38%, P&R area growth vs syn 7.19%, Pre-antenna DRT Iters 5, Crit path max-delay family simple AND/OR/NAND/NOR gates, post-CTS setup buffers 0, DR WL/cell 15.8 um, synth warn 1, Largest stage delay, worst path 0.63 ns, Max Slew Vio Count 0, Setup violations, final 0, critical path cell sequence clkdlybuf4s50_1 > buf_4 > nand3_1 > nor3_1 > o21a_1 > o2111ai_1 > nor4_1 > nor4bb_1 > xor2_1 > or4_1 > o21ai_1 > nand4_1 > nor4b_2 > a221o_1, CP max FO 35, most common cell in the netlist nor2_1, CORE AREA 24600 um^2, # hold bufs at CTS 0, diode count 0, vias in the first global route 6677, clk buf depth 2, Post-Syn Instances 1040, Fmax 153 MHz, slowest CP cell nor4_1, Netlist Area Pre-Place 7620 um^2, CTS Buf Count 9, top post-synthesis cells by count nor2_1 (127), xnor2_1 (106), nand2_1 (83), Total GRT Usage 16.3%, largest net degree at the start of global routing 62
power breakdown:
group | internal (mW) | switching, mW | leakage, nW
registers | 0.338 | 0.0831 | 0.601
clock network | 0.235 | 0.137 | 0.163
logic | 0.354 | 0.531 | 1.94
registers in the layout, indices dropped and copies added (netlist names):
signal / cells
fifo2b_block.f0.index: 64
fifo2b_block.f0.queue: 8
fifo2b_block.f0.P: 2
metal layers:
metal	vias to the layer above	routed length, um	global-route usage (%)
li1	3743	-	-
met1	3437	10300	25.0
met2	246	8830	24.2
met3	37	1420	2.33
met4	0	434	3.47
met5	-	0	0
layout make-up:
type | instances | area (um^2)
sequential | 74 | 1480
tap | 324 | 405
inverter | 13 | 48.8
timing repair buffer | 18 | 148
clock buffer | 12 | 256
clock inverter | 4 | 73.8
multi-input combinational | 882 | 5760
fill | 2569 | 16400
cells in the final DEF (no fill, tap or decap), types with 9 or more instances in the layout:
cell | netlist | final
a211oi_1 | 14 | 14
a21oi_1 | 23 | 23
a31oi_1 | 13 | 13
and2_1 | 17 | 17
and3_1 | 21 | 21
and4_1 | 19 | 19
buf_4 | 9 | 11
clkbuf_16 | 0 | 9
dfxtp_1 | 74 | 74
inv_1 | 13 | 13
mux2i_1 | 17 | 17
nand2_1 | 83 | 83
nand3_1 | 62 | 62
nand4_1 | 49 | 49
nor2_1 | 127 | 127
nor3_1 | 42 | 42
nor4_1 | 26 | 26
o211ai_1 | 9 | 9
o21ai_0 | 20 | 20
or3_1 | 19 | 19
or4_1 | 16 | 16
xnor2_1 | 106 | 106
xor2_1 | 48 | 48
path summary, 6_finish.rpt:
| path | startpoint | endpoint | slack, ns | cells after the start |
|---|---|---|---|---|
| hold / removal | fifo2b_block[0].f0.queue[3]$_DFF_P_ | fifo2b_block[0].f0.P$_DFF_P_ | 0.52 | 1 |
| setup reg to reg | fifo2b_block[1].f0.index[1]$_SDFF_PP1_ | fifo2b_block[1].f0.P$_DFF_P_ | 4.97 | 13 |
| hold reg to reg | fifo2b_block[0].f0.queue[3]$_DFF_P_ | fifo2b_block[0].f0.P$_DFF_P_ | 0.52 | 1 |
| setup / recovery | pop | fifo2b_block[1].f0.P$_DFF_P_ | 3.35 | 14 |
per-stage QoR:
| step | instances | cell area, um^2 | total power [mW] | setup slack (ns) |
|---|---|---|---|---|
| 2_1_floorplan | 1040 | 7620 | 1.12 | 4.14 |
| 3_3_place_gp | 1311 | 7840 | 1.29 | 3.11 |
| 3_5_place_dp | 1311 | 7840 | 1.29 | 3.09 |
| 4_1_cts | 1327 | 8170 | 1.68 | 3.44 |
| 5_1_grt | 1327 | 8170 | 1.80 | 2.94 |
| 6_report | 1327 | 8170 | 1.68 | 3.35 |
cells by family after synthesis:
logic type | share of synthesized area, %
multiplexers | 2.97
buffers and inverters | 5.04
AND/OR/NAND/NOR | 39.6
adder cells (fa/ha/maj) | 0.985
AND-OR/OR-AND | 14.3
flip-flops | 19.4
XOR/XNOR | 17.7
No activity file was given, so power comes from the tool's default toggle rates.
